==> design/flow/design.v <==
module osd_u8g2 (
  input        clk,
  input        reset,
  input        data_in_strobe,
  input        data_in_start,
  input [7:0]  data_in,
  input        hs,
  input        vs, 
  input [5:0]  r_in,
  input [5:0]  g_in,
  input [5:0]  b_in,
  output [5:0] r_out,
  output [5:0] g_out,
  output [5:0] b_out,
  output osd_status
);
reg enabled;
reg [5:0] r_out_i;
reg [5:0] g_out_i;
reg [5:0] b_out_i;
reg vsD, hsD;
reg [11:0] hcnt;     
reg [11:0] hcntL;
reg [9:0] vcnt;     
reg [9:0] vcntL;
wire active, sactive, tactive;
wire	   osd_pix;  
wire [5:0] osd_pix_col;
wire [5:0] osd_r = (tactive && osd_pix)?osd_pix_col:sactive?{4'b0000, r_in[5:4]}:{3'b000, r_in[5:3]};
wire [5:0] osd_g = (tactive && osd_pix)?osd_pix_col:sactive?{4'b0100, g_in[5:4]}:{3'b010, g_in[5:3]};
wire [5:0] osd_b = (tactive && osd_pix)?osd_pix_col:sactive?{4'b0000, b_in[5:4]}:{3'b000, b_in[5:3]};  
assign osd_status = enabled;
assign r_out = r_out_i;
assign g_out = g_out_i;
assign b_out = b_out_i;
wire [11:0] hstart = (hcntL/2)-8*16*2/2;
wire [9:0]  vstart = (vcntL/2)-8*8*2/2;
wire	    hactive = hcnt >= hstart-2*2 && hcnt < hstart+2*2+8*16*2;
wire	    vactive = vcnt >= vstart-2*2 && vcnt < vstart+2*2+8*8*2;
assign      active = hactive && vactive;  
wire	    thactive = hcnt >= hstart && hcnt < hstart+8*16*2;
wire	    tvactive = vcnt >= vstart && vcnt < vstart+8*8*2;
assign 	    tactive = thactive && tvactive;  
wire	    shactive = hcnt >= hstart-2*2+2*4 && hcnt < hstart+2*2+2*4+8*16*2;
wire	    svactive = vcnt >= vstart-2*2+2*4 && vcnt < vstart+2*2+2*4+8*8*2;
assign	    sactive = shactive && svactive;  
reg [7:0] buffer [1024];
reg [9:0] data_cnt;
reg [7:0] command;
reg data_addr_state;
always @(posedge clk) begin
    if(reset) begin
        enabled <= 1'b0;
        r_out_i <=  6'd0;
        g_out_i <=  6'd0;
        b_out_i <=  6'd0;
    end else begin
      r_out_i <= !enabled?r_in:active?osd_r:sactive?{1'b0, r_in[5:1]}:r_in;
      g_out_i <= !enabled?g_in:active?osd_g:sactive?{1'b0, g_in[5:1]}:g_in;
      b_out_i <= !enabled?b_in:active?osd_b:sactive?{1'b0, b_in[5:1]}:b_in; 
      if(data_in_strobe) begin
        if(data_in_start) begin
            command <= data_in;
            data_addr_state <= 1'b1;
            data_cnt <= 10'd0;
        end else begin
            data_addr_state <= 1'b0;
            if((command == 8'd1) && data_addr_state)
                enabled <= data_in[0];    
            if(command == 8'd2) begin
                if(data_addr_state)
                    data_cnt <= { data_in[6:0], 3'b000 };
                else begin	 
                    buffer[data_cnt] <= data_in;
                    data_cnt <= data_cnt + 10'd1;
                end
            end
         end
      end
   end
end
wire [7:0] hpix  = hcnt-hstart;   
wire [7:0] hpixD = hpix+1;        
wire [6:0] vpix  = vcnt-vstart;   
reg [7:0] buffer_byte;
assign osd_pix = buffer_byte[vpix[3:1]];
always @(posedge clk)
   buffer_byte <= buffer[{ vpix[6:4], hpixD[7:1] }];
assign osd_pix_col = 6'd63;
always @(posedge clk) begin
   hsD <= hs;
   if(hs && !hsD) begin
      hcntL <= hcnt;
      hcnt <= 0;
   end else
     hcnt <= hcnt + 12'd1;
   if(hs && !hsD) begin
      vsD <= vs;
      if(!vs && vsD) begin
         vcntL <= vcnt;
         vcnt <= 0;
      end else
        vcnt <= vcnt + 10'd1;
   end
end
endmodule
==> design/flow/run.sh <==
#!/bin/bash
# OpenROAD 26Q1-2900-gdf79404cd8, Yosys 0.63+post, stock flow scripts
make -C /OpenROAD-flow-scripts/flow DESIGN_CONFIG=/design/flow/config.mk WORK_HOME=/design/flow/orfs finish
==> design/flow/config.mk <==
export PLATFORM = sky130hd
export DESIGN_NAME = osd_u8g2
export DESIGN_NICKNAME = osd_u8g2
export VERILOG_FILES = /design/flow/design.v
export SDC_FILE = /design/flow/constraint.sdc
export NUM_CORES = 4
export LEC_CHECK = 1
export CORE_UTILIZATION = 40
export SYNTH_MEMORY_MAX_BITS = 65536
==> design/flow/constraint.sdc <==
current_design osd_u8g2

set clk_period 237.4
set clk_io_pct 0.2

create_clock -name clk0 -period $clk_period [get_ports {clk}]

set non_clock_inputs [all_inputs -no_clocks]
set_input_delay [expr $clk_period * $clk_io_pct] -clock clk0 $non_clock_inputs
set_output_delay [expr $clk_period * $clk_io_pct] -clock clk0 [all_outputs]
==> impl_metrics.py <==
# Metrics from the implementation run
metrics = {
    "clock_network": {
        "cts_tree": "yes",
        "htreeDepth": 6,
        "cts.sinks": 8282,
        "cts_resized": 0,
        "cts-buffers-inserted": 808,
        "postCtsHoldBufs": 0,
        "cts_setup_buffers": 0,
        "cts_root_buf": "clkbuf_16",
        "cts.path.max_buffers": 4,
        "clkSlewWorstSetupHoldPaths_ns": 0.06,
        "clock_latency_ns": 1.18,
    },
    "place": {
        "place_ws_ns": 185.13,
        "gp_congestion": 0.894,
        "numPortBuffers": 50,
        "hpwl_um": 507000,
    },
    "global_route": {
        "grt_pass1_wl_um": 1190000,
        "grt_usage_pct": 22.4,
        "grt-ovfl-total": 0,
        "grt_max_degree": 119,
        "grt_pass1_vias": 166447,
        "grt_antenna_before_repair": 39,
    },
    "floorplanning": {
        "coreArea_um2": 807000,
        "rows": 330,
        "die-area_um2": 814000,
        "die_w_um": 902,
        "die_h_um": 902,
        "initCoreUtil_pct": 40.1,
        "io_pins": 51,
    },
    "timing": {
        "tightest_slew_ns": 1.11,
        "fin_crit_sh_pct": 21.5,
        "rsz0062_at_grt": "false",
        "slew-limit-headroom_pct": 24.0,
        "hold_viol_final": 0,
        "period_minus_slack_ns": 51.04,
        "finClkSkew_ns": 0.0660,
        "setup_violations": 0,
        "drv_slew": 0,
        "finalWorstSetupSlack_ns": 186.36,
        "finalSetupTns_ns": 0,
        "fmax_mhz": 19.6,
    },
    "logic_synthesis": {
        "ys_seq_elements": 8282,
        "top_cell_area_share_pct": 76.4,
        "synth-edff-count": 8242,
        "postSynthSeqShare_pct": 76.6,
        "netlist_instances": 14082,
        "avgSynthCellArea_um2": 23.0,
        "common_cells": "edfxtp_1 (8,242), mux4_2 (2,562), nor2_1 (1,099), clkbuf_1 (519), mux2i_1 (397)",
        "yosysWarnings": 1,
        "yosys-top-cells-area": "edfxtp_1 (76%), mux4_2 (18%), nor2_1 (1.3%), mux2i_1 (1.2%), clkbuf_1 (0.60%)",
        "synth_area_um2": 324000,
        "synthMostInstantiatedCell": "edfxtp_1",
        "ys_chip_area_um2": 324000,
        "ys_async_sr_fraction_pct": 0,
        "ys_cells": 14082,
        "yosysUniqueCellTypes": 67,
        "flop_cell": "edfxtp_1",
        "synth_top_cell_by_area": "edfxtp_1",
    },
    "routing": {
        "drtIter0Drc": 9970,
        "routedWlPerCell_um": 31.4,
        "drcViolationCount": 0,
        "drt-pass1-iter-count": 5,
        "num_vias": 147331,
        "routed_wirelength_um": 819000,
        "postRouteAntennaNets": 0,
        "via_per_inst": 5.64,
    },
    "job": {
        "cap_violations": 0,
        "tool_warnings": 85,
    },
    "power_and_ir_drop": {
        "power_density_nw_per_um2": 12.9,
        "internal_power_mw": 3.20,
        "swShare_pct": 32.5,
        "peakVddDrop_mv": 0.0147,
        "total_power_mw": 4.74,
        "p_switching_mw": 1.54,
        "p_seq_share_pct": 34.0,
        "p_leak_nw": 112,
        "clock_power_share_pct": 27.3,
        "share_comb_of_total_power_pct": 38.7,
    },
    "worst_setup_path": {
        "critPathMaxStageDelay_ns": 0.66,
        "path_buffers": 8,
        "worst_setup_path_end_kind": "flop",
        "cp_cell_sequence": "buf_8 > buf_4 > buf_4 > buf_4 > buf_4 > buf_4 > buf_4 > buf_4",
        "cp_top_family": "buffers and inverters",
        "cp_data_required_time_ns": 238.29,
        "cp_common_cell": "buf_4",
        "cp_max_fo": 56,
        "path_class": "in -> reg",
        "crit_slowest_cell": "buf_4",
        "critical_path_arrival_ns": 51.93,
        "startpoint_type": "primary input",
    },
    "cells_and_area": {
        "drive_above_1_share_pct": 28.3,
        "area_growth_syn_to_layout_pct": 13.0,
    },
    "min_path": {
        "hold_class": "reg -> reg",
    },
    "status": {
        "status": "finished clean",
    },
}
[registers in the layout, indices dropped and copies added (netlist names), 6 cells and up]
register     cells
b_out_i          6
buffer        8192
buffer_byte      8
command          8
data_cnt        10
g_out_i          6
hcnt            12
hcntL           11
r_out_i          6
vcnt            10
vcntL            9
[cells in the final DEF, fill, tap and decap left out, drive strengths merged, types with 10 or more instances in the layout]
| cell type | netlist | layout |
|---|---|---|
| o21a | 20 | 20 |
| nor3b | 12 | 12 |
| mux4 | 2562 | 2562 |
| nor2 | 1099 | 1099 |
| ha | 129 | 129 |
| xnor2 | 56 | 56 |
| nor2b | 22 | 22 |
| o21ai | 42 | 42 |
| nand2 | 92 | 92 |
| buf | 332 | 479 |
| edfxtp | 8242 | 8242 |
| a211oi | 18 | 18 |
| inv | 79 | 111 |
| and3 | 14 | 14 |
| clkinvlp | 0 | 45 |
| nand2b | 11 | 11 |
| or4 | 10 | 10 |
| clkinv | 0 | 361 |
| bufinv | 0 | 100 |
| diode | 0 | 60 |
| nor3 | 21 | 21 |
| mux2i | 397 | 397 |
| clkbuf | 519 | 966 |
| nand3 | 46 | 46 |
| dfxtp | 40 | 40 |
| xor2 | 34 | 34 |
| a22oi | 64 | 64 |
| a21oi | 82 | 82 |
| nand4 | 11 | 11 |
| clkdlybuf4s50 | 0 | 42 |
[power by group through the flow]
stage     clock [mW]  sequential, mW  combinational [mW]
4_1_cts         1.32            1.61                1.85
5_1_grt         1.37            1.61                1.95
6_report        1.30            1.61                1.83
[stage by stage]
step	cells	hold WS, ns	util [%]	area, um^2
final	26106	0.489	45.3	366000
after global routing	26063	0.511	45.3	366000
after CTS	26046	0.488	45.3	366000
after detailed placement	24542	0.473	42.0	339000
after global placement	24542	0.472	42.0	339000
after floorplan	14082	0.445	-	324000
[final cells by class]
cell class                 count  area [um^2]
clock buffer                 966        21100
fill                       65181       441000
multi-input combinational   4870        72400
antenna                       60          150
tap                        10790        13500
inverter                      79          297
timing repair buffer         521         4440
clock inverter               538         5920
sequential                  8282       248000
[per-layer routing]
layer  up-vias  routed length, um  global-route usage, %
li1      60814                  -                      -
met1     74957             263000                   27.0
met2     10198             374000                   31.6
met3      1264             155000                   19.1
met4        98              25200                   5.27
met5         -               1750                   1.50
[kinds of logic (layout without fill, tap and decap cells)]
logic type / after synthesis / after routing / share of synthesized area, %
muxes: 2965 / 2965 / 19.1
buffers and inverters: 930 / 2104 / 1.17
other: 0 / 60 / 0
AOI/OAI and AO/OA: 298 / 298 / 0.606
adders and majority gates: 136 / 136 / 0.541
and+or+nand+nor: 1381 / 1381 / 1.75
xor gates and xnor gates: 90 / 90 / 0.243
DFF: 8282 / 8282 / 76.6
[final timing paths]
path,start,end,slack (ns),cells after the start
max,data_in[5],buffer[36][5],186.36,8
min reg2reg,hcnt[0],hcnt[0],0.49,1
max reg2reg,hcntL[3],buffer_byte[2],227.78,16
min,hcnt[0],hcnt[0],0.49,1
