**design/flow/design.v**
```verilog
module scandoubler
(
	input            clk_sys,
	input            bypass,
	input      [2:0] ce_divider,  
	output           pixel_ena,
	input      [1:0] scanlines,
	input            hb_in,
	input            vb_in,
	input            hs_in,
	input            vs_in,
	input      [COLOR_DEPTH-1:0] r_in,
	input      [COLOR_DEPTH-1:0] g_in,
	input      [COLOR_DEPTH-1:0] b_in,
	output       hb_out,
	output       vb_out,
	output       hs_out,
	output       vs_out,
	output [OUT_COLOR_DEPTH-1:0] r_out,
	output [OUT_COLOR_DEPTH-1:0] g_out,
	output [OUT_COLOR_DEPTH-1:0] b_out
);
parameter HCNT_WIDTH = 9;  
parameter COLOR_DEPTH = 4;  
parameter HSCNT_WIDTH = 12;  
parameter OUT_COLOR_DEPTH = 6;  
reg scanline;
reg [OUT_COLOR_DEPTH-1:0] r;
reg [OUT_COLOR_DEPTH-1:0] g;
reg [OUT_COLOR_DEPTH-1:0] b;
wire [COLOR_DEPTH*3-1:0] sd_mux = bypass ? {r_in, g_in, b_in} : sd_out[COLOR_DEPTH*3-1:0];
localparam m = OUT_COLOR_DEPTH/COLOR_DEPTH;
localparam n = OUT_COLOR_DEPTH%COLOR_DEPTH;
always @(*) begin
	if (n>0) begin
		b = { {m{sd_mux[COLOR_DEPTH-1:0]}}, sd_mux[COLOR_DEPTH-1 -:n] };
		g = { {m{sd_mux[COLOR_DEPTH*2-1:COLOR_DEPTH]}}, sd_mux[COLOR_DEPTH*2-1 -:n] };
		r = { {m{sd_mux[COLOR_DEPTH*3-1:COLOR_DEPTH*2]}}, sd_mux[COLOR_DEPTH*3-1 -:n] };
	end else begin
		b = { {m{sd_mux[COLOR_DEPTH-1:0]}} };
		g = { {m{sd_mux[COLOR_DEPTH*2-1:COLOR_DEPTH]}} };
		r = { {m{sd_mux[COLOR_DEPTH*3-1:COLOR_DEPTH*2]}} };
	end
end
reg [OUT_COLOR_DEPTH+6:0] r_mul;
reg [OUT_COLOR_DEPTH+6:0] g_mul;
reg [OUT_COLOR_DEPTH+6:0] b_mul;
reg hb_o;
reg vb_o;
reg hs_o;
reg vs_o;
wire scanline_bypass = (!scanline) | (!(|scanlines)) | bypass;
wire [6:0] scanline_coeff = scanline_bypass ?
                            7'b1000000 : {~(&scanlines),scanlines[0],1'b1,~scanlines[0],2'b10};
always @(posedge clk_sys) begin
	if(ce_x2) begin
		hs_o <= hs_sd;
		vs_o <= vs_sd;
		hb_o <= hb_sd;
		vb_o <= vb_sd;
		if(vs_o != vs_in) scanline <= 0;
		if(hs_o && !hs_sd) scanline <= !scanline;
		r_mul<=r*scanline_coeff;
		g_mul<=g*scanline_coeff;
		b_mul<=b*scanline_coeff;
	end
end
wire [OUT_COLOR_DEPTH-1:0] r_o = r_mul[OUT_COLOR_DEPTH+5 -:OUT_COLOR_DEPTH];
wire [OUT_COLOR_DEPTH-1:0] g_o = g_mul[OUT_COLOR_DEPTH+5 -:OUT_COLOR_DEPTH];
wire [OUT_COLOR_DEPTH-1:0] b_o = b_mul[OUT_COLOR_DEPTH+5 -:OUT_COLOR_DEPTH];
wire   blank_out = hb_out | vb_out;
assign r_out = blank_out ? {OUT_COLOR_DEPTH{1'b0}} : bypass ? r : r_o;
assign g_out = blank_out ? {OUT_COLOR_DEPTH{1'b0}} : bypass ? g : g_o;
assign b_out = blank_out ? {OUT_COLOR_DEPTH{1'b0}} : bypass ? b : b_o;
assign hb_out = bypass ? hb_in : hb_o;
assign vb_out = bypass ? vb_in : vb_o;
assign hs_out = bypass ? hs_in : hs_o;
assign vs_out = bypass ? vs_in : vs_o;
reg [COLOR_DEPTH*3-1:0] sd_out;
reg [COLOR_DEPTH*3-1:0] sd_buffer[2*2**HCNT_WIDTH]; 
reg        line_toggle;
reg  [HCNT_WIDTH-1:0] hcnt;
reg  [HSCNT_WIDTH:0] hs_max;
reg  [HSCNT_WIDTH:0] hs_rise;
reg  [HCNT_WIDTH:0] hb_fall[2];
reg  [HCNT_WIDTH:0] hb_rise[2];
reg  [HCNT_WIDTH+1:0] vb_event[2];
reg  [HCNT_WIDTH+1:0] vs_event[2];
reg  [HSCNT_WIDTH:0] synccnt;
wire[2:0] ce_divider_adj = |ce_divider ? ce_divider : 3'd3;  
reg [2:0] ce_divider_in;
reg [2:0] ce_divider_out;
reg [2:0] i_div;
wire ce_x1 = (i_div == ce_divider_in);
always @(posedge clk_sys) begin
	reg hsD, vsD;
	reg vbD;
	reg hbD;
	if(ce_x1) begin
		hcnt <= hcnt + 1'd1;
		vsD <= vs_in;
		vbD <= vb_in;
		sd_buffer[{line_toggle, hcnt}] <= {r_in, g_in, b_in};
		if (vbD ^ vb_in) vb_event[line_toggle] <= {1'b1, vb_in, hcnt};
		if (vsD ^ vs_in) vs_event[line_toggle] <= {1'b1, vs_in, hcnt};
		hbD <= hb_in;
		if(!hbD &&  hb_in) hb_rise[line_toggle] <= {1'b1, hcnt};
		if( hbD && !hb_in) hb_fall[line_toggle] <= {1'b1, hcnt};
	end
	i_div <= i_div + 1'd1;
	if (i_div==ce_divider_adj) i_div <= 3'b000;
	synccnt <= synccnt + 1'd1;
	hsD <= hs_in;
	if(hsD && !hs_in) begin
		ce_divider_out <= ce_divider_in;
		ce_divider_in <= ce_divider_adj;
		hs_max <= {1'b0,synccnt[HSCNT_WIDTH:1]};
		hcnt <= 0;
		synccnt <= 0;
		i_div <= 3'b000;
	end
	if(!hsD && hs_in) hs_rise <= {1'b0,synccnt[HSCNT_WIDTH:1]};
	if(hsD && !hs_in) begin
		line_toggle <= !line_toggle;
		vb_event[!line_toggle] <= 0;
		vs_event[!line_toggle] <= 0;
		hb_rise[!line_toggle][HCNT_WIDTH] <= 0;
		hb_fall[!line_toggle][HCNT_WIDTH] <= 0;
	end
end
reg  [HSCNT_WIDTH:0] sd_synccnt;
reg  [HCNT_WIDTH-1:0] sd_hcnt;
reg vb_sd = 0;
reg hb_sd = 0;
reg hs_sd = 0;
reg vs_sd = 0;
reg [2:0] sd_i_div;
wire ce_x2 = (sd_i_div == ce_divider_out) | (sd_i_div == {1'b0,ce_divider_out[2:1]});
always @(posedge clk_sys) begin
	reg hsD;
	if(ce_x2) begin
		sd_hcnt <= sd_hcnt + 1'd1;
		sd_out <= sd_buffer[{~line_toggle, sd_hcnt}];
		if(vb_event[~line_toggle][HCNT_WIDTH+1] && sd_hcnt == vb_event[~line_toggle][HCNT_WIDTH-1:0]) vb_sd <= vb_event[~line_toggle][HCNT_WIDTH];
		if(vs_event[~line_toggle][HCNT_WIDTH+1] && sd_hcnt == vs_event[~line_toggle][HCNT_WIDTH-1:0]) vs_sd <= vs_event[~line_toggle][HCNT_WIDTH];
		if(hb_rise[~line_toggle][HCNT_WIDTH] && sd_hcnt == hb_rise[~line_toggle][HCNT_WIDTH-1:0]) hb_sd <= 1;
		if(hb_fall[~line_toggle][HCNT_WIDTH] && sd_hcnt == hb_fall[~line_toggle][HCNT_WIDTH-1:0]) hb_sd <= 0;
	end
	sd_i_div <= sd_i_div + 1'd1;
	if (sd_i_div==ce_divider_adj) sd_i_div <= 3'b000;
	sd_synccnt <= sd_synccnt + 1'd1;
	hsD <= hs_in;
	if(sd_synccnt == hs_max || (hsD && !hs_in)) begin
		sd_synccnt <= 0;
		sd_hcnt <= 0;
		hs_sd <= 0;
		sd_i_div <= 3'b000;
	end
	if(sd_synccnt == hs_rise) hs_sd <= 1;
end
wire ce_x4 = sd_i_div[0];  
assign pixel_ena = ce_divider_out > 3'd5 ? 
		bypass ? ce_x2 : ce_x4 :
		bypass ? ce_x1 : ce_x2 ;
endmodule
```
**design/flow/run.sh**
```bash
#!/bin/bash
# OpenROAD 26Q1-2900-gdf79404cd8, Yosys 0.63+post, stock flow scripts
make -C /OpenROAD-flow-scripts/flow DESIGN_CONFIG=/design/flow/config.mk WORK_HOME=/design/flow/orfs finish
```
**design/flow/config.mk**
```make
export PLATFORM = sky130hd
export DESIGN_NAME = scandoubler
export DESIGN_NICKNAME = scandoubler
export VERILOG_FILES = /design/flow/design.v
export SDC_FILE = /design/flow/constraint.sdc
export NUM_CORES = 4
export LEC_CHECK = 1
export CORE_UTILIZATION = 50
export SYNTH_MEMORY_MAX_BITS = 65536
```
**design/flow/constraint.sdc**
```tcl
current_design scandoubler

set clk_period 4933.9
set clk_io_pct 0.2

create_clock -name clk0 -period $clk_period [get_ports {clk_sys}]

set non_clock_inputs [all_inputs -no_clocks]
set_input_delay [expr $clk_period * $clk_io_pct] -clock clk0 $non_clock_inputs
set_output_delay [expr $clk_period * $clk_io_pct] -clock clk0 [all_outputs]
```
==> results.py <==
# Auto-generated metrics
metrics = {
    "status": {
        "status": "completed",
    },
    "synth": {
        "yosys-stat-cells": 23100,
        "yosysWarnings": 1,
        "edf_count": 12400,
        "synthCells": 23100,
        "ff_type": "edfxtp_1",
        "avgSynthCellArea_um2": 21.1,
        "ys_seq_share_pct": 77.0,
        "ys_types": 91,
        "synth_flops": 12500,
        "async_flop_share_pct": 0,
        "netlist_area_um2": 486000,
        "yosysChipArea_um2": 486000,
    },
    "clock_network": {
        "clk_pin_slew_worst_paths_ns": 0.06,
        "cts_sinks": 12500,
        "holdBufCountCts": 0,
        "clk_path_buf_depth": 5,
        "cts_buffers": 1288,
        "cts_setup_buffers": 0,
        "h-tree-depth": 7,
        "clockRootBuffer": "clkbuf_16",
        "tritoncts": "built",
        "clk_latency_ns": 1.17,
        "cts_resized": 0,
    },
    "setup_path": {
        "startpoint_type": "primary input",
        "worstPathRequired_ns": 3947.12,
        "critical-path-top-delay-family": "buffers and inverters",
        "path_cells": "buf_2 -> buf_4 -> mux2_2 -> or2_2 -> a21oi_1 -> clkdlybuf4s50_1",
        "critPathArrivalTime_ns": 989.01,
        "reg2reg_to": "sd_out[11]",
        "endpoint_kind": "output port",
        "critPathMaxFanout": 50,
        "cp_slowest_cell": "clkdlybuf4s50_1",
        "rr_worst_depth": 16,
        "rrSetupSlack_ns": 4925.31,
        "crit_type": "in -> out",
        "slowest_delay_ns": 0.51,
        "r2r_start": "sd_hcnt[0]",
        "timing.critical_path.buf_inv": 3,
        "cp.depth": 6,
        "setup.worst_path.start": "bypass",
    },
    "floorplan": {
        "core_um2": 968000,
        "row_count": 361,
        "fp_util_pct": 50.2,
        "dieArea_um2": 976000,
        "pin_count": 46,
        "die_y_um": 988,
        "die_w_um": 988,
    },
    "global_route": {
        "grt_pass1_vias": 272000,
        "grt_pass1_wl_mm": 2230,
        "grt_usage_pct": 38.2,
        "grt_start_max_net_pins": 137,
        "grt_overflow": 0,
        "antenna_found_initial": 199,
    },
    "power_and_ir_drop": {
        "ir_worst_vdd_v": 0.000000341,
        "p_per_area_nw_per_um2": 0.472,
        "power_uw": 261,
        "p_leak_nw": 174,
    },
    "final_layout": {
        "drive_gt1_share_pct": 26.0,
        "regArea_um2": 374000,
        "area_delta_synth_final_pct": 13.9,
        "logic_area_um2": 104000,
        "nFillCells": 69600,
    },
    "hold_path": {
        "hold_depth": 0,
        "hold_end": "vb_o",
        "hp-start": "vb_sd",
        "hold_class": "reg -> reg",
    },
    "routing": {
        "routed_wl_mm": 1640,
        "vias": 253000,
        "post-route-drc-count": 0,
        "drtPass1Iterations": 5,
        "wl_per_cell_um": 41.5,
        "drt-initial-drc-count": 19700,
        "ant_nets": 0,
        "vias_per_cell": 6.43,
    },
    "final_timing": {
        "setup_viol": 0,
        "period_used_pct": 40.0,
        "max_freq_ghz": 0.000506,
        "tightest_slew_ns": 1.35,
        "finalHoldViolCount": 0,
        "setup_ws_ns": 2958.11,
        "fin_skew_ns": 0.103,
        "fin_setup_tns_ns": 0,
        "report.final.slew_viol_count": 0,
        "rsz0062_at_grt": "false",
        "period_needed_ns": 1975.79,
        "relSlewSlack_pct": 9.88,
    },
    "placed_design": {
        "hpwlAfterDp_mm": 1040,
        "place.gp.congestion": 0.960,
        "place_worst_setup_slack_ns": 2958.05,
        "port_buffers": 45,
    },
    "flow_run": {
        "max_cap_violations": 0,
        "warnings": 84,
    },
}
==> registers in the layout, indices dropped and copies added (netlist names), 6 cells and up, named ones only <==
signal and cells:
b_mul 6, g_mul 6, hb_fall 20, hb_rise 20
hcnt 9, hs_max 12, hs_rise 12, r_mul 6
sd_buffer 12288, sd_hcnt 9, sd_out 12, sd_synccnt 13
synccnt 13, vb_event 22, vs_event 22
==> area by class of cell <==
class / count / share of cell area, %
diodes: 387 / 0.175
clock buffers: 1591 / 6.08
clock inverters: 702 / 1.19
inverters: 109 / 0.0821
multi-input cells: 8988 / 18.8
flip-flops and latches: 12500 / 67.6
well taps: 12900 / 2.91
repair buffers: 2239 / 3.19
==> cell usage in the layout, fill, tap and decap left out, drive strengths merged, types with 100 or more instances in the layout <==
master	netlist	layout
clkbuf	520	1591
nand3	168	168
clkinv	1	552
a22oi	375	375
nand2	489	489
edfxtp	12400	12400
o21ai	266	266
diode	0	387
nor3	100	100
mux2i	1413	1413
a211oi	117	117
o22ai	193	193
nor2	1323	1323
a221oi	289	289
dfxtp	100	100
a21oi	499	499
mux4	2622	2622
inv	108	160
buf	944	2207
o221ai	176	176
==> kinds of logic after synthesis <==
| family | share of synthesized area (%) |
|---|---|
| flops | 77.0 |
| mux | 15.2 |
| simple gates | 2.05 |
| compound gates | 3.36 |
| buf+inv | 1.86 |
| xor+xnor | 0.221 |
| fa+ha+maj | 0.337 |
==> worst max-delay path by stage <==
stage                       to  slack, ns
final                 g_out[1]    2958.11
after global routing  b_out[3]    2957.99
after CTS             g_out[1]    2958.04
==> metal layers <==
metal | track usage, % | wire, um
met5 | 10.2 | 9880
met4 | 18.7 | 99800
met3 | 37.5 | 379000
met2 | 48.0 | 705000
met1 | 42.1 | 443000
==> cells in the mapped netlist (all sizes together) (117+ instances only) <==
library cell	count	area (um^2)
a211oi	117	878
o22ai	193	1210
a221oi	289	2550
o221ai	176	1550
o21ai	266	1330
a22oi	375	2820
buf	944	6700
mux4	2622	59100
nand3	168	841
clkbuf	520	1950
a21oi	499	2500
edfxtp	12400	372000
nand2	489	1840
mux2i	1413	14100
nor2	1323	4970
==> where the power goes <==
part           leakage [nW]  switching [mW]  internal [mW]  total, mW
registers               112        0.000408          0.117      0.118
clock network          19.6          0.0411         0.0530     0.0941
logic                  42.3          0.0297         0.0198     0.0496
total                   174          0.0712          0.190      0.261
==> through the flow <==
step / cell area, um^2 / hold slack (ns) / utilization [%] / std cells
after floorplan: 486000 / 0.400 / - / 23100
after global placement: 512000 / 0.412 / 53.0 / 36700
after detailed placement: 512000 / 0.407 / 53.0 / 36700
after CTS: 553000 / 0.421 / 57.1 / 39000
after global routing: 553000 / 0.435 / 57.2 / 39200
final: 554000 / 0.419 / 57.2 / 39400
Power is estimated from default activity; no workload was simulated.
